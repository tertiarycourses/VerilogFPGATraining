### flow/constraint.sdc
current_design counter_inc_dec_w_incdec_pin

set clk_period 2.5
set clk_io_pct 0.2

create_clock -name clk0 -period $clk_period [get_ports {clock}]

set non_clock_inputs [all_inputs -no_clocks]
set_input_delay [expr $clk_period * $clk_io_pct] -clock clk0 $non_clock_inputs
set_output_delay [expr $clk_period * $clk_io_pct] -clock clk0 [all_outputs]
### flow/config.mk
export PLATFORM = sky130hd
export DESIGN_NAME = counter_inc_dec_w_incdec_pin
export DESIGN_NICKNAME = counter_inc_dec_w_incdec_pin
export VERILOG_FILES = /design/flow/design.v
export SDC_FILE = /design/flow/constraint.sdc
export NUM_CORES = 4
export LEC_CHECK = 1
export CORE_AREA = 10 10 74 74
export DIE_AREA = 0 0 84 84
### flow/run.sh
#!/bin/bash
# OpenROAD 26Q1-2900-gdf79404cd8, Yosys 0.63+post, stock flow scripts
make -C /OpenROAD-flow-scripts/flow DESIGN_CONFIG=/design/flow/config.mk WORK_HOME=/design/flow/orfs finish
### flow/design.v
module counter_inc_dec_w_incdec_pin
 (
   input          resetn,             
   input          clock,              
   input          enable,             
   input          inc_dec,            
   output [7:0]   count_out           
 );
reg [7:0]  r_count_out;
always @(posedge clock or negedge resetn)   
   if(~resetn)            
      r_count_out <= 8'b0;
   else if (enable == 1'b1)
      if(inc_dec == 1'b1)
         r_count_out <= r_count_out + 1;
      else
         r_count_out <= r_count_out -1;
  else
        r_count_out  <= 7'b0;
assign count_out = r_count_out;
endmodule
==> impl_metrics.py <==
# Synthesis and PnR figures
metrics = {
    "status": {
        "status": "completed",
    },
    "die": {
        "rows": 23,
        "fp-utilization_pct": 13.67,
        "coreArea_um2": 3971,
        "boundaryPins": 12,
        "chip_area_um2": 7056,
        "die_h_um": 84,
        "fp.dieW_um": 84,
    },
    "clocking": {
        "clk_path_buf_depth": 2,
        "cts_setup_buffers": 0,
        "cts-root-buf": "clkbuf_8",
        "cts_tree": "done",
        "clkSinkCount": 8,
        "numCtsBuffers": 3,
        "cts_resized": 0,
        "htreeDepth": 1,
        "clkTransAtPathRegs_ns": 0.04,
        "hold_buffers": 0,
        "worstSkewPairLatency_ns": 0.23,
    },
    "timing": {
        "worst_clock_skew_ns": 0.003285,
        "setup_slack_ns": 0.3421,
        "tns_ns": 0,
        "worst_pin_slew_ns": 0.3763,
        "max_freq_mhz": 463.4,
        "fin_crit_ns": 2.158,
        "slew_headroom_pct": 74.84,
        "hold_viol": 0,
        "rsz0062_at_grt": "no",
        "setup_viol": 0,
        "slew_viol_final": 0,
        "period_used_pct": 86.31,
    },
    "synth": {
        "yosysChipArea_um2": 543.0,
        "synthCells": 57,
        "ys_seq_share_pct": 36.87,
        "synth_cell_types": 25,
        "yosys-stat-cells": 57,
        "avgSynthCellArea_um2": 9.527,
        "synth_flops": 8,
        "synth-warning-count": 1,
        "synthesis.area_um2": 543.0,
    },
    "layout": {
        "largest_register_ff_count": 8,
        "mostFrequentLayoutCell": "clkdlybuf4s50_1",
        "drive_above_1_share_pct": 9.589,
        "largest_register": "r_count_out",
        "area_growth_pct": 42.17,
        "layout_top_cells": "11 x clkdlybuf4s50_1, 8 x dfrtp_1, 6 x inv_1, 6 x ha_1, 5 x a21oi_1",
        "largestRegisters": "r_count_out x8",
    },
    "global_route": {
        "grt_pass1_wl_mm": 2.256,
        "busiest_layer": "met2",
        "grt_use_total_pct": 3.840,
        "antenna_found_initial": 0,
        "use_met3_pct": 1.870,
        "use_met1_pct": 4.729,
        "grt_use_met2_pct": 5.993,
        "grt_max_degree": 9,
        "overflow": 0,
        "grt_pass1_vias": 478,
    },
    "detailed_routing": {
        "drc": 0,
        "antenna_cells": 0,
        "via_count": 508,
        "wl_per_cell_um": 11.00,
        "ant_nets": 0,
        "wirelength_mm": 1.353,
        "drt_iter0_drc": 26,
        "viasPerCell": 4.130,
        "drt_first_pass_iters": 4,
    },
    "setup_path": {
        "cp_cell_sequence": "clkdlybuf4s50_1, inv_1, ha_1, nor2b_1, o31ai_1, a21oi_1, nor3b_1",
        "startpoint_type": "primary input",
        "slowest_stage": "clkdlybuf4s50_1",
        "timing.rr.end": "r_count_out[6]$_DFF_PN0_",
        "reg2regPathDepth": 6,
        "reg2reg_slack_ns": 0.81,
        "path_class": "primary input to flop",
        "slowest_delay_ns": 0.47,
        "crit_family": "buffers and inverters",
        "crit_required_ns": 2.64,
        "startpoint": "inc_dec",
        "path_buffers": 2,
        "cp_max_fo": 6,
        "cp_num_cells": 7,
        "critPathCapture": "r_count_out[6]$_DFF_PN0_",
        "r2r-start": "r_count_out[0]$_DFF_PN0_",
        "cp.arrival_ns": 2.29,
        "end_kind": "flop",
    },
    "place": {
        "place_hpwl_mm": 1.080,
        "preCtsSetupSlack_ns": 0.1007,
        "portBuffers": 11,
        "gp_congestion": 0.8346,
    },
    "min_path": {
        "hp-class": "flop to flop",
        "hp-start": "r_count_out[0]$_DFF_PN0_",
    },
    "job": {
        "max_cap_viol_count": 0,
        "tool_warnings": 25,
    },
    "power_and_ir_drop": {
        "power_density_nw_per_um2": 824.0,
        "power.ir.vdd_worst_uv": 203.4,
        "p_leak_nw": 0.3354,
    },
}
## synth_stat cells (all sizes together)
cell type	count	area, um2
a211oi	2	20.02
a21o	1	8.760
a21oi	5	25.02
a31oi	1	6.260
dfrtp	8	200.2
fa	1	20.02
ha	6	75.07
inv	6	22.52
nand3	2	10.01
nand4	1	6.260
nor2	3	11.26
nor2b	2	12.51
nor3	4	20.02
nor3b	1	7.510
nor4	1	6.260
o211a	1	10.01
o211ai	1	7.510
o21a	2	15.01
o21ai	3	15.01
o21bai	1	7.510
o31ai	2	15.01
or3	2	12.51
xor2	1	8.760
## area by class of cell
class / count / area [um2]
Clock buffer: 3 / 41.29
Fill cell: 441 / 3199
Inverter: 6 / 22.52
Multi-Input combinational cell: 43 / 320.3
Sequential cell: 8 / 200.2
Tap cell: 50 / 62.56
Timing Repair Buffer: 13 / 125.1
## routing by layer
metal,routed length [um],vias to the layer above
met1,625,238
li1,-,250
met5,0,-
met3,95,4
met2,618,16
met4,14,0
## logic make-up after synthesis
| family | after synthesis | synth area share, % |
|---|---|---|
| AND-OR/OR-AND | 19 | 23.96 |
| AND/OR/NAND/NOR | 16 | 15.90 |
| flip-flops | 8 | 36.87 |
| adder cells (fa/ha/maj) | 7 | 17.51 |
| buffers and inverters | 6 | 4.147 |
| XOR/XNOR | 1 | 1.613 |
## report_power, final
group / leakage, nW / internal [W] / switching (W)
Sequential: 0.102 / 0.000164 / 0.0000228
Combinational: 0.212 / 0.000159 / 0.000132
Clock: 0.0216 / 0.000105 / 0.0000531
## worst min path at each step
stage                         endpoint  slack [ns]  depth (start not counted)
CTS           r_count_out[0]$_DFF_PN0_        0.54                          1
global route  r_count_out[7]$_DFF_PN0_        0.58                          1
finish        r_count_out[0]$_DFF_PN0_        0.53                          1
## through the flow
step,total power [W],area [um2],util [%],instances,hold WS [ns]
6_report,0.0006362,772.0,19.44,123,0.5294
5_1_grt,0.0006941,772.0,19.44,123,0.5839
4_1_cts,0.0006443,772.0,19.44,123,0.5396
3_5_place_dp,0.0004796,730.7,18.40,120,0.5337
3_3_place_gp,0.0004733,730.7,18.40,120,0.5159
2_1_floorplan,0.0003541,543.0,-,57,0.2044
Power and IR drop assume default switching activity.
