### design/flow/config.mk
export PLATFORM = sky130hd
export DESIGN_NAME = sync_memory
export DESIGN_NICKNAME = sync_memory
export VERILOG_FILES = /design/flow/design.v
export SDC_FILE = /design/flow/constraint.sdc
export NUM_CORES = 4
export LEC_CHECK = 1
export CORE_UTILIZATION = 40
### design/flow/run.sh
#!/bin/bash
# OpenROAD 26Q1-2900-gdf79404cd8, Yosys 0.63+post, stock flow scripts
make -C /OpenROAD-flow-scripts/flow DESIGN_CONFIG=/design/flow/config.mk WORK_HOME=/design/flow/orfs finish
### design/flow/design.v
module sync_memory
#( parameter DATA_WIDTH = 8,
             ADDR_WIDTH = 8)
 (
    input      [DATA_WIDTH-1:0]     data_in,
    input                           write_enable,
    input                           read_enable,
    input                           clk,
    input      [ADDR_WIDTH-1:0]     wr_addr,
    input      [ADDR_WIDTH-1:0]     rd_add,
    output     [DATA_WIDTH-1:0]     data_out
   );
    reg [DATA_WIDTH-1:0]  memory [0:255];   
    reg [DATA_WIDTH-1:0]  r_data_out;
    always @(posedge clk)
    begin
        if (write_enable == 1'b1)
        begin
            memory[wr_addr] <= data_in;
        end
    end
    always @(posedge clk)
    begin
        if (read_enable == 1'b1)
        begin
            r_data_out <= memory[rd_add];
        end
    end
    assign data_out = r_data_out;
endmodule
### design/flow/constraint.sdc
current_design sync_memory

set clk_period 8.6
set clk_io_pct 0.2

create_clock -name clk0 -period $clk_period [get_ports {clk}]

set non_clock_inputs [all_inputs -no_clocks]
set_input_delay [expr $clk_period * $clk_io_pct] -clock clk0 $non_clock_inputs
set_output_delay [expr $clk_period * $clk_io_pct] -clock clk0 [all_outputs]
==> results.sh <==
# physical design summary
export IMPL_synthDistinctLibCells=54
export IMPL_syn_cell_area_mm2=0.0796
export IMPL_ys_seq_frac=0.775
export IMPL_holdPathStages=6
export IMPL_antenna_found_initial=0
export IMPL_io_pins=35
export IMPL_syn_instance_count=3733
export IMPL_crit_arrival_ns=5.69
export IMPL_worstRegToRegCells=6
export IMPL_hold_viol=0
export IMPL_grt_setup_unrepaired="false"
export IMPL_hp_start="memory[6][6]$_DFFE_PP_"
export IMPL_via_per_inst=5.69
export IMPL_common_cells="edfxtp_1 (2056), mux4_2 (454), nor2_1 (282), mux2i_1 (134), a22oi_1 (133)"
export IMPL_drt_iter0_markers=2586
export IMPL_coreArea_mm2=0.198
export IMPL_design_area_mm2=0.0892
export IMPL_cts_sinks=2056
export IMPL_drt_total_wl_um=196000
export IMPL_top_cells_by_area="edfxtp_1 (78%), mux4_2 (13%), mux2i_1 (1.7%)"
export IMPL_vias=38044
export IMPL_ff_type="edfxtp_1"
export IMPL_syn_area_per_cell_um2=21.3
export IMPL_grt_pass1_vias=41413
export IMPL_route_detailed_drc=0
export IMPL_cts_buffers=196
export IMPL_finalSetupViolCount=0
export IMPL_crit_slowest_cell="nor4_1"
export IMPL_r2r_start="memory[211][5]$_DFFE_PP_"
export IMPL_status="completed"
export IMPL_synth_flop_count=2056
export IMPL_syn_to_final_growth_pct=12.0
export IMPL_cp_num_buf_inv=4
export IMPL_ctsResizeCount=0
export IMPL_post_cts_buffers=0
export IMPL_place_area_mm2=0.0831
export IMPL_hold_class="register to register"
export IMPL_cp_start_kind="input port"
export IMPL_top_cell="edfxtp_1"
export IMPL_fmax_mhz=194
export IMPL_p_per_area_mw_per_mm2=227
export IMPL_clk_path_buf_depth=3
export IMPL_antenna_left=0
export IMPL_htreeDepth=4
export IMPL_path_max_fanout=56
export IMPL_wl_per_cell_um=29.4
export IMPL_drive_above_1_share=0.223
export IMPL_worstHoldEndpoint="r_data_out[6]$_DFFE_PP_"
export IMPL_yosys_area_mm2=0.0796
export IMPL_die_h_um=448
export IMPL_routabilityCongestion=0.895
export IMPL_warnings=29
export IMPL_worstSkewPairLatency_ns=0.82
export IMPL_peakVddDrop_uv=140
export IMPL_tritoncts="yes"
export IMPL_path_cells="buf_8 -> buf_4 -> buf_4 -> mux4_2 -> nor2b_1 -> a211oi_1 -> nor3_1 -> nor4_1 -> buf_4 -> nor4_1"
export IMPL_slowest_delay_ns=0.74
export IMPL_grt_max_degree=101
export IMPL_path_class="input port to register"
export IMPL_cts_hold_buf=0
export IMPL_slew_violations=0
export IMPL_crit_top_cell="buf_4"
export IMPL_die_area_mm2=0.201
export IMPL_yosys_warnings=1
export IMPL_grt_overflow=0
export IMPL_relSlewSlack=0.327
export IMPL_required_ns=9.14
export IMPL_setup_tns_final_ns=0
export IMPL_tightest_slew_ns=1.00
export IMPL_clockRootBuffer="clkbuf_16"
export IMPL_worst_setup_path_end_kind="register"
export IMPL_rows=163
export IMPL_seq_area_mm2=0.0617
export IMPL_fill_cells=16205
export IMPL_dr_pass1_iters=8
export IMPL_worstReg2RegEnd="r_data_out[5]$_DFFE_PP_"
export IMPL_io_buffers=34
export IMPL_finalClockPeriodUsage=0.598
export IMPL_yosys_area_top_type="edfxtp_1"
export IMPL_layout_min_cycle_time_ns=5.14
export IMPL_p_leak_uw=0.0272
export IMPL_critPathTopFamily="buffers and inverters"
export IMPL_comb_area_mm2=0.0165
export IMPL_synthArstFlopShare=0
export IMPL_final_core_util=0.451
export IMPL_reg2reg_slack_ns=5.63
export IMPL_grt_pass1_wl_um=285000
export IMPL_ys_cells=3733
export IMPL_maxCapViolations=0
export IMPL_die_w_um=448
export IMPL_place_hpwl_um=118000
export IMPL_finalClockSkew_ns=0.0343
export IMPL_netlist_area_leader_share=0.775
export IMPL_synth_edff_count=2056
export IMPL_initCoreUtil=0.403
export IMPL_grtUsageTotal=0.219
export IMPL_path_clk_slew_ns=0.06
==> where the power goes <==
group          switching, uW  leakage [uW]  total (uW)  internal, uW
Clock                   3600       0.00297        8180          4580
Sequential              17.1        0.0185       11100         11100
Combinational            647       0.00572         980           333
==> layout make-up <==
type / instances / share of cell area
clock inverter: 109 / 0.00943
timing repair buffer: 181 / 0.0174
sequential: 2056 / 0.692
clock buffer: 250 / 0.0585
multi-input combinational: 1442 / 0.185
inverter: 2 / 0.0000842
tap: 2640 / 0.0370
antenna: 5 / 0.000140
==> registers in the layout, indices dropped and copies added, names as in the netlist <==
| signal | count |
|---|---|
| memory | 2048 |
| r_data_out | 8 |
==> stage by stage <==
step | total power, uW | hold slack, ns | worst slack, ns | std cells
after global routing | 20800 | 1.18 | 3.19 | 6680
final | 20200 | 1.10 | 3.46 | 6685
after detailed placement | 12300 | 1.10 | 2.52 | 6321
after CTS | 20400 | 1.11 | 3.40 | 6680
after global placement | 12300 | 1.03 | 2.42 | 6321
after floorplan | 11800 | 0.864 | 4.80 | 3733
==> layout by cell type, fill, tap and decap left out, types with 13 or more instances in the layout <==
cell type        instances
nand3_1                 34
nor4_1                  24
clkinv_2                42
clkbuf_16              201
o221ai_1                46
nand2_1                 33
clkdlybuf4s50_1         20
nor2_1                 279
o22ai_1                 28
a21oi_1                 96
buf_4                  143
clkinv_1                45
clkbuf_1                49
a211oi_1                16
edfxtp_1              2056
nor3_1                  22
nor2b_1                 28
a221oi_1                13
a22oi_1                133
mux4_2                 454
mux2i_1                134
==> how the worst max path moves through the flow <==
stage     startpoint                       to  slack [ns]  cells after the start
6_report   rd_add[0]  r_data_out[1]$_DFFE_PP_        3.46                     10
4_1_cts    rd_add[0]  r_data_out[1]$_DFFE_PP_        3.40                     10
5_1_grt    rd_add[0]  r_data_out[1]$_DFFE_PP_        3.19                     10
==> routing by layer <==
layer  global-route usage  wire [um]  part of all wire  vias to the layer above
met5               0.0253        710            0.0036                        -
met4               0.0491       5660             0.029                       13
met3                0.158      31600              0.16                      312
met2                0.316      92300              0.47                     2163
met1                0.280      66000              0.34                    19528
li1                     -          -                 -                    16028
==> worst min-delay path: stages (launching register included) <==
cell	delay, ns
edfxtp_1	0.31
mux2i_1	0.06
o221ai_1	0.14
a211oi_1	0.05
a21oi_1	0.13
a22oi_1	0.13
nor4_2	0.13
==> cells by family after synthesis <==
kind of cell	Yosys count	synth area share
multiplexers	591	0.146
AND-OR/OR-AND	385	0.0342
flip-flops	2056	0.775
buffers and inverters	235	0.0183
AND/OR/NAND/NOR	466	0.0263
Power and IR drop assume default switching activity.
