[/design/flow/design.v]
module memory
(
    input      [7:0]  data_in,
    input             write_enable,
    input             clk,
    input      [7:0]  wr_addr,
    input      [7:0]  rd_add,
    output     [7:0]  data_out
   );
    reg [7:0] memory [0:255];   
    always @(posedge clk) begin
        if (write_enable == 1'b1) begin
            memory[wr_addr] <= data_in;
        end
    end
    assign data_out = memory[rd_add];
endmodule
[/design/flow/run.sh]
#!/bin/bash
# OpenROAD 26Q1-2900-gdf79404cd8, Yosys 0.63+post, stock flow scripts
make -C /OpenROAD-flow-scripts/flow DESIGN_CONFIG=/design/flow/config.mk WORK_HOME=/design/flow/orfs finish
[/design/flow/config.mk]
export PLATFORM = sky130hd
export DESIGN_NAME = memory
export DESIGN_NICKNAME = memory
export VERILOG_FILES = /design/flow/design.v
export SDC_FILE = /design/flow/constraint.sdc
export NUM_CORES = 4
export LEC_CHECK = 1
export CORE_UTILIZATION = 50
[/design/flow/constraint.sdc]
current_design memory

set clk_period 14.3
set clk_io_pct 0.2

create_clock -name clk0 -period $clk_period [get_ports {clk}]

set non_clock_inputs [all_inputs -no_clocks]
set_input_delay [expr $clk_period * $clk_io_pct] -clock clk0 $non_clock_inputs
set_output_delay [expr $clk_period * $clk_io_pct] -clock clk0 [all_outputs]
==> run notes <==
Status of the implementation.

- The most frequently used flop master after synthesis is sky130_fd_sc_hd__edfxtp_1, for reference.
- The TritonCTS clock tree is built, for reference.
- The count of standard-cell rows is around 150, for reference.
- The leakage power in the latest report is ~27 nW.
- The largest registers in the layout are memory: 2048 flops.
- The layout overhead on the synthesized area is 11.7%, for reference.
- For this run, the detailed router's first-pass iteration total came to 8.
- The wire length of the first global-routing pass is about 290 mm, for reference.
- The overflow left after global routing is 0, for reference.
- The post-synthesis sequential area ratio is between 70% and 80%, for reference.
- OpenROAD reports that the post-layout worst path occupies around three quarters of the period.
- Per report_power, the clock group accounts for between 40 and 50% of the total.
- The final layout reports a setup TNS of 0 ns.
- Per the power-grid run, VDD falls by no more than roughly 0.11 mV.
- The wire length reported by the detailed router is about 200 mm, for reference.
- Including well taps, the total number of placed cells is slightly below 6000.
- After detailed routing, the number of remaining DRC violations is 0.
- The final critical-path setup slack is between 3 and 4 ns, for reference.
- Setup violations remaining at the end of the flow were counted as 0.
- The Yosys chip area is 0.0794 mm², for reference.
- The worst slack at placement is 3.19 ns, for reference.
- The number of flops mapped to enable cells by yosys is just over 2000, for reference.
- Per the breakdown, switching nets consume a little over a fifth of all power.
- In this run, CTS created clock tree buffers numbering just over 200.
- The maximum net fanout on the critical path is 65, for reference.
- Setup repair after global routing left no endpoint under its margin.
- The proportion of layout cells with a drive suffix above 1 is 23.0%, for reference.
- Measured along the x axis, the die boundary spans ~400 µm.
- The I/O pin count is 34, for reference.
- Entering global routing, the biggest net connects 135 pins.
- The synthesis warning total is 1, for reference.
- The root buffer cell chosen for the clock tree is sky130_fd_sc_hd__clkbuf_16.
- The data arrival time reported for the critical path is 8.02 ns.
- The async set-or-reset flop fraction in the synthesized netlist is 0%, for reference.
- The critical path endpoint category is a primary output, for reference.
- The combined flip-flop and latch cell area is approximately 0.06 mm², for reference.
- The distinct cell type count of the synthesized netlist is about 54, for reference.
- The mapped netlist covers approximately 0.079 mm².
- The internal power is roughly 9.7 mW, for reference.
- The critical path is of the primary input to primary output type.
- For this design, Yosys synthesis ends with a cell count of about 3700.
- The type of the worst min-delay path is primary input to flip-flop, for reference.
- Post-CTS repair ended up resizing 0 cells.
- The routed length per instance is 32.2 µm, for reference.
- The pin closest to its max-slew limit shows a slew of 1.43 ns.
- The count of non-filler cells in the finished layout is a little over 6000, for reference.
- The mean instance size in the synthesized netlist is 21.3 µm², for reference.
- The final hold violation count recorded for this run is 0.
- At the end of the flow the core is filled with cells to a little under three fifths.
- The required time of the worst setup path is roughly 11 ns, for reference.
- According to the floorplan report, the placeable core area is about 0.16 mm².
- The worst setup path is launched from a primary input.
- The number of hold buffers added after CTS was 0.
- The final-layout fill cell count is between 10000 and 15000, for reference.
- The synthesized design devotes to its leading area cell type between 70 and 80% of total area.
- The OpenROAD warning count is 34, for reference.
- The tightest slew margin relative to the limit is under 10%, for reference.
- The initial antenna violation count is 6, for reference.
- The routed layout has roughly 38000 vias.
- The cell count after synthesis came out at roughly 3700.
- The flow ran to the end, and the final reports show no timing, DRC or antenna violations.
- Per the post-route antenna check, the number of violating nets is 0.
- In this run the post-CTS setup repair buffer count came out at 0.
- Looking at the power breakdown, sequential logic takes about 54% of the total.
- The clock tree buffer depth is 3, for reference.
- The number of global-route vias before repair is between 40000 and 50000.
- Per the gpl log, the routability congestion estimate is 0.909.
- The clock slew seen by the registers of the worst setup and hold paths is 0.05 ns, for reference.
- In this run the vertical extent of the chip is 400 µm.
- The total net switching power is 2.57 mW, for reference.
- Looking at area per cell type in the netlist, the leader is sky130_fd_sc_hd__edfxtp_1.
- The synthesis stat section lists a flop and latch total of ~2000.
- Counting I/O delays and the setup requirement, the final critical path takes between 10 and 15 ns.
- In this build the clock could be raised as far as 91.9 MHz.
- The footprint of the multi-input gates is 0.0165 mm², for reference.
- In the post-synthesis netlist, the biggest area contributors are sky130_fd_sc_hd__edfxtp_1 (77%), sky130_fd_sc_hd__mux4_2 (13%), sky130_fd_sc_hd__mux2i_1 (1.7%), sky130_fd_sc_hd__nor2_1 (1.3%), sky130_fd_sc_hd__a22oi_1 (1.3%).
- The register with the most flip-flops in the layout has about 2000 of them.
- The tree built by TritonCTS fans out to roughly 2000 sinks.
- The initial utilization of the core area, before any placement, comes to slightly above 50%.
- The post-DP HPWL is 119 mm, for reference.
- The placement report lists the number of port buffers as 33.
- The register with the most flip-flops in the final layout is memory.
- The number of violations of the max-capacitance limit is 0, for reference.
- Max-slew check failures listed in the final report amount to 0.
- The overall die area is approximately 0.16 mm², for reference.
- Detailed-route iteration 0 reported a violation count of 2795.
- The aggregate global-route resource usage is between 20% and 30%, for reference.
- The power density relative to cell area is around 140 mW/mm², for reference.
- The via count normalized by instance count is ~6.2, for reference.
- The H-tree was split into 4 levels.
- The combinational fraction of design power is ~5%, for reference.
[area by class of cell]
class / instances / share of cell area, %
Antenna cell: 4 / 0.0113
Clock buffer: 277 / 6.11
Clock inverter: 90 / 0.910
Inverter: 2 / 0.00846
Multi-Input combinational cell: 1442 / 18.6
Sequential cell: 2048 / 69.3
Tap cell: 2058 / 2.90
Timing Repair Buffer: 222 / 2.11
[worst paths after layout]
kind | startpoint | to | slack (ns) | cells past startpoint
setup / recovery | rd_add[0] | data_out[7] | 3.42 | 12
hold / removal | data_in[5] | memory[70][5]$_DFFE_PP_ | 2.47 | 1
[kinds of logic after synthesis]
kind of cell           synth area share, %
AOI/OAI and AO/OA                     3.43
and+or+nand+nor                       2.63
muxes                                 14.6
buffers and inverters                 1.83
DFF                                   77.5
[cells in the final DEF (no fill, tap or decap), types with 5 or more instances in the layout]
master / n
sky130_fd_sc_hd__a211oi_1: 16
sky130_fd_sc_hd__clkinv_2: 23
sky130_fd_sc_hd__bufinv_16: 11
sky130_fd_sc_hd__o221ai_1: 46
sky130_fd_sc_hd__and2_1: 6
sky130_fd_sc_hd__clkdlybuf4s50_1: 19
sky130_fd_sc_hd__nand2b_1: 8
sky130_fd_sc_hd__mux2i_1: 134
sky130_fd_sc_hd__clkbuf_1: 71
sky130_fd_sc_hd__buf_4: 183
sky130_fd_sc_hd__clkbuf_16: 206
sky130_fd_sc_hd__a21oi_1: 96
sky130_fd_sc_hd__nor2b_1: 28
sky130_fd_sc_hd__clkinv_1: 42
sky130_fd_sc_hd__a22oi_1: 133
sky130_fd_sc_hd__nor4_2: 7
sky130_fd_sc_hd__edfxtp_1: 2048
sky130_fd_sc_hd__o22ai_1: 28
sky130_fd_sc_hd__nand4_1: 10
sky130_fd_sc_hd__o21ai_0: 10
sky130_fd_sc_hd__a22o_1: 8
sky130_fd_sc_hd__nor3_1: 22
sky130_fd_sc_hd__nand2_1: 33
sky130_fd_sc_hd__a221oi_1: 13
sky130_fd_sc_hd__o211ai_1: 10
sky130_fd_sc_hd__nor4_1: 20
sky130_fd_sc_hd__nor2_1: 279
sky130_fd_sc_hd__mux4_2: 454
sky130_fd_sc_hd__o22a_1: 5
sky130_fd_sc_hd__buf_12: 7
sky130_fd_sc_hd__nand3_1: 31
sky130_fd_sc_hd__clkinv_8: 6
sky130_fd_sc_hd__buf_8: 10
[cells in the mapped netlist, types with 21 or more instances]
| master | count |
|---|---|
| sky130_fd_sc_hd__a21oi_1 | 96 |
| sky130_fd_sc_hd__a22oi_1 | 133 |
| sky130_fd_sc_hd__buf_1 | 22 |
| sky130_fd_sc_hd__buf_2 | 31 |
| sky130_fd_sc_hd__buf_4 | 27 |
| sky130_fd_sc_hd__buf_6 | 21 |
| sky130_fd_sc_hd__clkbuf_1 | 111 |
| sky130_fd_sc_hd__edfxtp_1 | 2048 |
| sky130_fd_sc_hd__mux2i_1 | 134 |
| sky130_fd_sc_hd__mux4_2 | 454 |
| sky130_fd_sc_hd__nand2_1 | 33 |
| sky130_fd_sc_hd__nand3_1 | 34 |
| sky130_fd_sc_hd__nor2_1 | 282 |
| sky130_fd_sc_hd__nor2b_1 | 31 |
| sky130_fd_sc_hd__nor3_1 | 22 |
| sky130_fd_sc_hd__nor4_1 | 24 |
| sky130_fd_sc_hd__o221ai_1 | 46 |
| sky130_fd_sc_hd__o22ai_1 | 28 |
[per-layer routing]
layer  up-vias  GRT usage [%]  part of all wire, %
li1      16100              -                    -
met1     19600           40.7                   34
met2      2243           39.4                   47
met3       313           19.9                   16
met4         8           6.32                  2.8
met5         -           1.37                0.065
[worst max-delay path, cell delays in order]
cell,delay [ns]
sky130_fd_sc_hd__buf_8,0.41
sky130_fd_sc_hd__buf_4,0.62
sky130_fd_sc_hd__buf_12,0.48
sky130_fd_sc_hd__buf_4,0.66
sky130_fd_sc_hd__mux2i_1,0.16
sky130_fd_sc_hd__a221oi_1,0.34
sky130_fd_sc_hd__o211ai_1,0.14
sky130_fd_sc_hd__nand3_1,0.21
sky130_fd_sc_hd__nor4_1,0.09
sky130_fd_sc_hd__buf_4,0.16
sky130_fd_sc_hd__nor4_2,0.90
sky130_fd_sc_hd__clkdlybuf4s50_1,0.75
[per-stage QoR]
step | power, mW | area, µm² | hold slack (ns)
after detailed placement | 7.36 | 82500 | 3.33
after global placement | 7.35 | 82400 | 3.32
after global routing | 12.6 | 88700 | 2.47
after floorplan | 7.07 | 79400 | 2.96
after CTS | 12.3 | 88700 | 2.44
final | 12.2 | 88700 | 2.47
[power groups by stage]
stage | clock (mW) | combinational, mW | sequential (mW)
final | 5.01 | 0.609 | 6.62
after global routing | 5.33 | 0.654 | 6.62
after CTS | 5.11 | 0.615 | 6.62
Power and IR drop assume default switching activity.
